File: /design/flow/config.mk
export PLATFORM = sky130hd
export DESIGN_NAME = MCU_spi
export DESIGN_NICKNAME = MCU_spi
export VERILOG_FILES = /design/flow/design.v
export SDC_FILE = /design/flow/constraint.sdc
export NUM_CORES = 4
export LEC_CHECK = 1
export CORE_AREA = 10 10 100 100
export DIE_AREA = 0 0 110 110
File: /design/flow/constraint.sdc
current_design MCU_spi

set clk_period 1.0
set clk_io_pct 0.2

create_clock -name clk0 -period $clk_period [get_ports {sck}]

set non_clock_inputs [all_inputs -no_clocks]
set_input_delay [expr $clk_period * $clk_io_pct] -clock clk0 $non_clock_inputs
set_output_delay [expr $clk_period * $clk_io_pct] -clock clk0 [all_outputs]
File: /design/flow/design.v
module top(input  logic reset,  
           input  logic sck, 
           input  logic sdi,
		   input  logic ce,
           output logic pwm,
		   output logic makingMusic);
    logic [39:0] flattenedMCUout, newFlattenedMCUout;
	logic [3:0] tone0, tone1, tone2, tone3, durMCU0, durMCU1, durMCU2, durMCU3;
	logic [7:0] repThreshold;
	logic [31:0] freqThreshold0, freqThreshold1, freqThreshold2, freqThreshold3;	
	logic [31:0] durThresh0, durThresh1, durThresh2, durThresh3;
	logic song, int_osc, start;
	HSOSC #(.CLKHF_DIV(2'b01))
		hf_osc (.CLKHFPU(1'b1), .CLKHFEN(1'b1), .CLKHF(int_osc));
    MCU_spi spi(sck, sdi, newFlattenedMCUout);
	enables enabler(int_osc, ce, makingMusic, newFlattenedMCUout, start, flattenedMCUout);
	make_signals makingSignals(flattenedMCUout, tone0, tone1, tone2, tone3, durMCU0, durMCU1, durMCU2, durMCU3, repThreshold);
	allTonesToFreqThreshold aT2FT(tone0, tone1, tone2, tone3, freqThreshold0, freqThreshold1, freqThreshold2, freqThreshold3);
	allDurMCU2DursThresh aD2DT(durMCU0, durMCU1, durMCU2, durMCU3, durThresh0, durThresh1, durThresh2, durThresh3);
	 tune tuner(int_osc, reset, start, freqThreshold0, freqThreshold1, freqThreshold2, freqThreshold3,  durThresh0, durThresh1, durThresh2, durThresh3, repThreshold, makingMusic, song);
	assign pwm = song;
endmodule
module MCU_spi(input  logic sck, 
               input  logic sdi,
               output logic [39:0] newFlattenedMCUout);
	always_ff @(posedge sck) begin
		newFlattenedMCUout = {newFlattenedMCUout[38:0], sdi};
	end
endmodule
module make_signals(input logic[39:0] flattenedMCUout,
					output logic[3:0] tone0,
					output logic[3:0] tone1,
					output logic[3:0] tone2,
					output logic[3:0] tone3,
					output logic[3:0] dur0,
					output logic[3:0] dur1,
					output logic[3:0] dur2,
					output logic[3:0] dur3,
					output logic[7:0] repThreshold);
	assign tone0 = flattenedMCUout[39:36];
	assign dur0  = flattenedMCUout[35:32];
	assign tone1 = flattenedMCUout[31:28];
	assign dur1  = flattenedMCUout[27:24];
	assign tone2 = flattenedMCUout[23:20];
	assign dur2  = flattenedMCUout[19:16];
	assign tone3 = flattenedMCUout[15:12];
	assign dur3  = flattenedMCUout[11:8];
	assign repThreshold   = flattenedMCUout[7:0];
endmodule
module allTonesToFreqThreshold(input logic[3:0] tone0,
					input logic[3:0] tone1,
					input logic[3:0] tone2,
					input logic[3:0] tone3,
					output logic[31:0] freqThreshold0,
					output logic[31:0] freqThreshold1,
					output logic[31:0] freqThreshold2,
					output logic[31:0] freqThreshold3);
	toneToFreqThreshold t2F0(tone0, freqThreshold0);
	toneToFreqThreshold t2F1(tone1, freqThreshold1);
	toneToFreqThreshold t2F2(tone2, freqThreshold2);
	toneToFreqThreshold t2F3(tone3, freqThreshold3);
endmodule
module toneToFreqThreshold(input logic[3:0] tone,
					output logic[31:0] threshold);
	always_comb begin
		case(tone)
			0	:	threshold = 54544;	 
			1	:	threshold = 48582;	 
			2	:	threshold = 45801;	 
			3	: 	threshold = 40815;	 
			4	:	threshold = 36363;	 
			5	:	threshold = 34383;	 
			6 	:	threshold = 30611;   
			7	: 	threshold = 27272;   
			8	:	threshold = 24290;	 
			9	:	threshold = 22944;	 
			10	:	threshold = 20442;	 
			11	:	threshold = 18208;	 
			12	:	threshold = 17191;   
			13	:	threshold = 15305;	 
			14	:	threshold = 13635;	 
			15 	: 	threshold = 27272;   
			default : threshold = 2726;  
		endcase
	end			
endmodule
module allDurMCU2DursThresh(input logic[3:0] durMCU0,
					input logic[3:0] durMCU1,
					input logic[3:0] durMCU2,
					input logic[3:0] durMCU3,
					output logic[31:0] durThresh0,
					output logic[31:0] durThresh1,
					output logic[31:0] durThresh2,
					output logic[31:0]durThresh3);
	durMCUtoDurationThreshold d2d0(durMCU0, durThresh0);
	durMCUtoDurationThreshold d2d1(durMCU1, durThresh1);
	durMCUtoDurationThreshold d2d2(durMCU2, durThresh2);
	durMCUtoDurationThreshold d2d3(durMCU3, durThresh3);
endmodule
module durMCUtoDurationThreshold(input logic[3:0] durMCU,
					output logic[31:0] durThresh);
	always_comb begin
		case(durMCU)
			0	:	durThresh = 24000000;	 
			1	:	durThresh = 24000000;	 
			2	:	durThresh = 24000000;	 
			3	: 	durThresh = 24000000;	 
			4	:	durThresh = 24000000;	 
			5	:	durThresh = 12000000;	 
			6 	:	durThresh = 12000000;   
			7	: 	durThresh = 12000000;   
			8	:	durThresh = 12000000;	 
			9	:	durThresh = 12000000;	 
			10	:	durThresh = 12000000;	 
			11	:	durThresh = 6000000;	 
			12	:	durThresh = 6000000;   
			13	:	durThresh = 6000000;	 
			14	:	durThresh = 6000000;	 
			15 	: 	durThresh = 6000000;   
			default : durThresh = 6000000;  
		endcase
	end			
endmodule
module enables(input logic int_osc,
				input logic ce,
				input logic makingMusic,
				input logic [39:0] newFlattenedMCUout,
				output logic start,
				output logic [39:0] flattenedMCUout);
	logic twoAgoCE, lastCE;
	always_ff @(posedge int_osc) begin 
		twoAgoCE <= ce;
		lastCE <= twoAgoCE;
		if (lastCE == 1 && ce == 0 && makingMusic == 0) begin 
			flattenedMCUout <= newFlattenedMCUout;
			start <= 1;
		end
		else if (makingMusic == 1) start <= 0;  
	end
endmodule
module tune(input logic int_osc,
				input logic reset,
				input logic start,
				input logic[31:0] freqThreshold0,
				input logic[31:0] freqThreshold1,
				input logic[31:0] freqThreshold2,
				input logic[31:0] freqThreshold3,
				input logic[31:0] durThreshold0,
				input logic[31:0] durThreshold1,
				input logic[31:0] durThreshold2,
				input logic[31:0] durThreshold3,
				input logic[7:0] repThreshold,
				output logic makingMusic,
				output logic song);
	logic done, en, rep, stopCountFlag;
	logic[1:0] threshold;
	logic[1:0] counter = 0;
	logic[31:0] durThreshold;
	logic[31:0] freqThreshold;
	assign threshold = repThreshold[1:0]; 
	assign rep = ~(counter == threshold); 
	duration howLong(int_osc, durThreshold, done);
	freqGenerator pitch(int_osc, makingMusic, freqThreshold, toneFreq);
	typedef enum logic[5:0] {idle, note0, note1, note2, note3, complete} statetype;
	statetype state, nextstate;
	always_ff @(posedge int_osc) begin
		if (reset) state <= idle;
		else state <= nextstate;
	end
	always_ff @(posedge int_osc) begin
		if (state == complete || state == idle) begin
			makingMusic <= 0;
			end
		else if (state == note0) begin
			makingMusic <= 1;
		end
	end
	always_ff @(posedge int_osc) begin
		if (state == note0) begin
			freqThreshold <= freqThreshold0;
			durThreshold <= durThreshold0;
		end
		else if (state == note1) begin
			freqThreshold <= freqThreshold1;
			durThreshold <= durThreshold1;
		end
		else if (state == note2) begin
			freqThreshold <= freqThreshold2;
			durThreshold <= durThreshold2;
		end
		else if (state == note3) begin
			freqThreshold <= freqThreshold3;
			durThreshold <= durThreshold3;
		end
	end
	always_ff @(posedge int_osc) begin
		if (state == idle) counter <= 0;
		else if (state == note0) stopCountFlag <= 0;
		else if((state == note3) && !stopCountFlag) begin
			counter <= counter + 1;
			stopCountFlag <= 1;
		end
	end
	always_comb
		case(state)
			note0: 		if(done)				nextstate = note1;
						else					nextstate = note0;
			note1: 		if(done)				nextstate = note2;
						else					nextstate = note1;
			note2: 		if(done)				nextstate = note3;
						else					nextstate = note2;
			note3: 		if(done && rep)			nextstate = note0;
						else if (done)			nextstate = complete;
						else					nextstate = note3;
			complete:							nextstate = idle;
			idle:		if(start)				nextstate = note0;
						else					nextstate = idle;
			default: nextstate = idle;
		endcase
	assign song = toneFreq;
endmodule
module duration(input logic int_osc,
				input logic[31:0] durThreshold,
				output logic done);
	logic[31:0] counter = 0;
	logic clkStrobe;
	always_ff @(posedge int_osc) begin
		if(counter == durThreshold) begin
			 	counter <= 0;
				clkStrobe <= 1;
		end
		else  			begin
				clkStrobe <= 0;
				counter <= counter + 1;
		end
	end
	assign done = clkStrobe;
endmodule
module freqGenerator(input logic int_osc,
					input logic on,
					input logic[31:0] freqThreshold,
					output logic pwm);
	logic[31:0] counter = 0;
	always_ff @(posedge int_osc) begin
		if (counter == freqThreshold || (!on)) counter <= 0;
		else counter <= counter + 1;
	end
	always_ff @(posedge int_osc) begin
		if (counter == freqThreshold) pwm <= ~pwm;
	end
endmodule
module SimTop(input logic int_osc,   
		   input  logic reset,
           input  logic [39:0] newFlattenedMCUout,
		   input  logic ce,
           output logic pwm,
		   output logic makingMusic);
    logic [39:0] flattenedMCUout; 
	logic [3:0] tone0, tone1, tone2, tone3, durMCU0, durMCU1, durMCU2, durMCU3;
	logic [7:0] repThreshold;
	logic [31:0] freqThreshold0;
	logic [31:0] freqThreshold1;
	logic [31:0] freqThreshold2;
	logic [31:0] freqThreshold3;	
	logic [31:0] durThresh0, durThresh1, durThresh2, durThresh3;
	logic song;
	logic start;
	enables enabler(int_osc, ce, makingMusic, newFlattenedMCUout, start, flattenedMCUout);
	make_signals makingSignals(flattenedMCUout, tone0, tone1, tone2, tone3, durMCU0, durMCU1, durMCU2, durMCU3, repThreshold);
	allTonesToFreqThreshold aT2FT(tone0, tone1, tone2, tone3, freqThreshold0, freqThreshold1, freqThreshold2, freqThreshold3);
	allDurMCU2DursThresh aD2DT(durMCU0, durMCU1, durMCU2, durMCU3, durThresh0, durThresh1, durThresh2, durThresh3);
	 tune tuner(int_osc, reset, start, freqThreshold0, freqThreshold1, freqThreshold2, freqThreshold3,  durThresh0, durThresh1, durThresh2, durThresh3, repThreshold, makingMusic, started, song);
	assign pwm = song;
endmodule
File: /design/flow/run.sh
#!/bin/bash
# OpenROAD 26Q1-2900-gdf79404cd8, Yosys 0.63+post, stock flow scripts
make -C /OpenROAD-flow-scripts/flow DESIGN_CONFIG=/design/flow/config.mk WORK_HOME=/design/flow/orfs finish
==> impl_metrics.py <==
# Generated from Yosys and OpenROAD reports
metrics = {
    "status": {
        "status": "completed",
    },
    "drt": {
        "dr.pass1.iters": 1,
        "wl_per_cell_um": 9.298,
        "via_per_inst": 2.535,
        "vias": 502,
        "antenna_left": 0,
        "drt_iter0_drc": 0,
        "antenna_cells": 0,
        "wl_mm": 1.841,
        "drc": 0,
    },
    "global_route": {
        "grt_pass1_wl_mm": 2.649,
        "antenna_found_initial": 0,
        "grt_use_total_pct": 2.873,
        "grt_start_max_net_pins": 13,
        "grt-ovfl-total": 0,
        "first_global_vias": 523,
    },
    "logic_synthesis": {
        "synth_area_um2": 800.8,
        "yosysSeqAreaShare_pct": 100.0,
        "synth_cells": 40,
        "yosysWarnings": 1,
        "yosysChipArea_um2": 800.8,
        "yosys_cells": 40,
        "ys_top_cells_by_area": "dfxtp_1 100%",
        "synthDistinctLibCells": 1,
        "synth_flops": 40,
        "syn_area_per_cell_um2": 20.02,
        "yosysTopAreaCell": "dfxtp_1",
        "top_cell_area_share_pct": 100.0,
    },
    "min_path": {
        "hold_depth": 0,
        "min_to": "newFlattenedMCUout[6]",
        "hold_class": "flip-flop to flip-flop",
        "hold_path_startpoint": "newFlattenedMCUout[5]",
    },
    "die": {
        "initial_core_util_pct": 10.26,
        "chipArea_um2": 12100,
        "die_w_um": 110,
        "ios": 42,
        "rows": 32,
        "core_um2": 7807,
        "die_h_um": 110,
    },
    "finish": {
        "syn2layout_area_growth_pct": 72.03,
        "fillerInstances": 880,
        "largest_register_ffs": 40,
        "final_cell_mix": "39 x dfxtp_2, 26 x clkbuf_2, 8 x buf_2, 7 x buf_4, 6 x clkdlybuf4s15_1",
        "final_cell_area_um2": 1378,
        "logic_gate_count": 0,
        "final_layout_size_suffix_gt1_share_pct": 90.63,
        "lay_top_count": "dfxtp_2",
        "mi_logic_area_um2": 0,
    },
    "cts": {
        "postCtsHoldBufs": 0,
        "htree_levels": 2,
        "clk_pin_slew_ns": 0.07,
        "cts_tree": "yes",
        "cts_made_buffers": 5,
        "cts_sinks": 40,
        "clock_path_buffers": 2,
        "cts_root_buf": "clkbuf_8",
        "clk-insertion-delay-late_ns": 0.28,
    },
    "setup_path": {
        "path_cells": "clkdlybuf4s15_1",
        "start_kind": "flip-flop",
        "required_ns": 0.80,
        "timing.rr.start": "newFlattenedMCUout[20]",
        "crit_family": "flip-flops",
        "critical_path.max_fanout": 2,
        "crit_buf_inv": 1,
        "crit_path_top_delay_cell": "dfxtp_2",
        "path_class": "flip-flop to output port",
        "crit_arrival_ns": 0.77,
        "regToRegEndpoint": "newFlattenedMCUout[21]",
        "r2r_slack_ns": 0.34,
        "crit_path_end_kind": "output port",
        "max_stage_delay_ns": 0.33,
        "worstRegToRegCells": 2,
    },
    "timing": {
        "finalHoldViolCount": 0,
        "relSlewSlack_pct": 95.21,
        "period_used_pct": 96.51,
        "final_max_slew_viol_count": 0,
        "rsz0062_at_grt": "false",
        "tightestPinTransition_ns": 0.07183,
        "worst_clock_skew_ns": 0.005281,
        "setup_viol": 0,
        "period_needed_ns": 0.9651,
        "tns_ns": 0,
        "max_freq_ghz": 1.036,
    },
    "power": {
        "clkPwrFrac_pct": 40.1,
        "power.total_mw": 3.065,
        "power_density_nw_per_um2": 2225,
        "p_int_mw": 2.514,
        "ir_drop_uv": 850.4,
        "combPwrFrac_pct": 3.3,
        "p_sw_uw": 550.9,
        "power.share.sequential_pct": 56.5,
        "swShare_pct": 17.98,
        "p_leak_nw": 0.5973,
    },
    "place": {
        "place.gp.congestion": 0.7141,
        "portBuffers": 41,
        "detailed_place_hpwl_mm": 1.418,
        "dpl_cell_area_um2": 1354,
    },
    "flow_run": {
        "drv_cap": 0,
        "tool_warnings": 25,
    },
}
per-layer routing:
metal | wire (um) | vias to the layer above | GRT usage, % | share of wire (%)
met1 | 848 | 221 | 3.513 | 46
met2 | 435 | 46 | 2.752 | 24
met5 | 0 | - | 0 | 0
met4 | 0 | 0 | 0.1859 | 0
li1 | - | 235 | - | -
met3 | 557 | 0 | 4.113 | 30
synth_stat cells:
cell type and instances:
dfxtp_1 40
stage by stage:
| step | worst slack [ns] | hold slack [ns] | instances | utilization, % |
|---|---|---|---|---|
| detailed placement | -0.01649 | 0.3345 | 185 | 17.34 |
| finish | 0.03493 | 0.3464 | 198 | 17.64 |
| CTS | 0.0005069 | 0.3477 | 198 | 19.31 |
| floorplan | 0.5251 | 0.2277 | 40 | - |
| global route | 0.001437 | 0.3537 | 198 | 17.64 |
| global placement | -0.04262 | 0.3329 | 185 | 17.34 |
cells by family after synthesis:
family	synth area share [%]
flops	100.0
final cells by class:
class	instances	area [um^2]	area share [%]
Tap cell	102	127.6	9.264
Clock inverter	2	35.03	2.543
Clock buffer	6	72.57	5.268
Timing Repair Buffer	48	292.8	21.25
Sequential cell	40	849.6	61.67
timing repair:
action | CTS | global route
setup endpoints to repair | 40 | 26
resized | 130 | 26
hold endpoints to repair | 0 | 0
setup buffers | 5 | 0
pin swaps | 0 | 0
worst max-delay path by stage:
stage / from / end / slack, ns / cells after the start
4_1_cts: newFlattenedMCUout[15] / newFlattenedMCUout[15] / 0.0005 / 1
5_1_grt: newFlattenedMCUout[21] / newFlattenedMCUout[21] / 0.001 / 1
6_report: newFlattenedMCUout[21] / newFlattenedMCUout[21] / 0.03 / 1
power groups by stage:
stage         Combinational, mW  Clock, mW  Sequential [mW]
CTS                       0.136       1.27             1.73
global route              0.117       1.34             1.74
finish                    0.102       1.23             1.73
Power and IR drop assume default switching activity.
